--- ./run.sh ---
#!/bin/bash
# OpenROAD 26Q1-2900-gdf79404cd8, Yosys 0.63+post, stock flow scripts
make -C /OpenROAD-flow-scripts/flow DESIGN_CONFIG=/design/flow/config.mk WORK_HOME=/design/flow/orfs finish
--- ./config.mk ---
export PLATFORM = sky130hd
export DESIGN_NAME = robot
export DESIGN_NICKNAME = robot
export VERILOG_FILES = /design/flow/design.v
export SDC_FILE = /design/flow/constraint.sdc
export NUM_CORES = 4
export LEC_CHECK = 1
export CORE_UTILIZATION = 40
--- ./constraint.sdc ---
current_design robot

set clk_period 3.3
set clk_io_pct 0.2

create_clock -name clk0 -period $clk_period [get_ports {fpgaclk}]

set non_clock_inputs [all_inputs -no_clocks]
set_input_delay [expr $clk_period * $clk_io_pct] -clock clk0 $non_clock_inputs
set_output_delay [expr $clk_period * $clk_io_pct] -clock clk0 [all_outputs]
--- ./design.v ---
`timescale 1ns/1ps
module clkdiv (clock_50,clr,clock_q);
	input clock_50;
	input clr;
	output wire clock_q;
	reg [23:0] q;
	always @(clock_50,clr)
		begin
			if(clr == 1)
				begin
				q = 'h000000;  
				end
			else if(clock_50 == 1)
				begin
				q = q+1;
				end
		end
assign clock_q = q[6];
endmodule
`timescale 1ns / 1ps
module motor_speed(
    input clk,
    input rst,
    output reg new_clk
    );
    localparam define_speed = 26'd5000000;
    reg [25:0] count;
    always @ (posedge(clk),posedge(rst))
    begin
        if (rst == 1'b1)
        begin 
            count = 26'b0;   
            new_clk = 1'b0;            
        end
        else if (count == define_speed)
        begin
            count = 26'b0;
            new_clk = ~new_clk;
        end
        else
        begin
            count = count + 1'b1;
            new_clk = new_clk;
        end
    end
endmodule
`timescale 1ns / 1ps
module counter (clk,enable,reset,counter_output);
input clk,enable,reset;
output  wire [21:0] counter_output;
reg [21:0] count;
always @ (posedge clk & reset) begin 
    if (reset == 0)begin
        count=0;
    end
    else if (enable==1)begin
        count = count+1;
    end
end
assign counter_output = count;
endmodule
`timescale 1ns / 1ps
module pmod_step_driver(
    input rst,
    input dir,
    input clk,
    input en,
    output reg [3:0] signal
    );
    localparam sig4 = 3'b001;
    localparam sig3 = 3'b011;
    localparam sig2 = 3'b010;
    localparam sig1 = 3'b110;
    localparam sig0 = 3'b000;
    reg [2:0] present_state, next_state;
    always @ (present_state, dir, en)
    begin
        case(present_state)
        sig4:
        begin
            if (dir == 1'b0 && en == 1'b1)
                next_state = sig3;
            else if (dir == 1'b1 && en == 1'b1)
                next_state = sig1;
            else 
                next_state = sig0;
        end  
        sig3:
        begin
            if (dir == 1'b0&& en == 1'b1)
                next_state = sig2;
            else if (dir == 1'b1 && en == 1'b1)
                next_state = sig4;
            else 
                next_state = sig0;
        end 
        sig2:
        begin
            if (dir == 1'b0&& en == 1'b1)
                next_state = sig1;
            else if (dir == 1'b1 && en == 1'b1)
                next_state = sig3;
            else 
                next_state = sig0;
        end 
        sig1:
        begin
            if (dir == 1'b0&& en == 1'b1)
                next_state = sig4;
            else if (dir == 1'b1 && en == 1'b1)
                next_state = sig2;
            else 
                next_state = sig0;
        end
        sig0:
        begin
            if (en == 1'b1)
                next_state = sig1;
            else 
                next_state = sig0;
        end
        default:
            next_state = sig0; 
        endcase
    end 
    always @ (posedge clk, posedge rst)
    begin
        if (rst == 1'b1)
            present_state = sig0;
        else 
            present_state = next_state;
    end
    always @ (posedge clk)
    begin
        if (present_state == sig4)
            signal = 4'b1000;
        else if (present_state == sig3)
            signal = 4'b0100;
        else if (present_state == sig2)
            signal = 4'b0010;
        else if (present_state == sig1)
            signal = 4'b0001;
        else
            signal = 4'b0000;
    end
endmodule
`timescale 1ns / 1ps
module step_motor(
    input clk,
    input rst,
    input direction,
    input en,
    output [3:0] signal_out
    );
    wire new_clk_net;
   motor_speed speed(
        .clk(clk),
        .rst(rst),
        .new_clk(new_clk_net)
        );
    pmod_step_driver control(
        .rst(rst),
        .dir(direction),
        .clk(new_clk_net),
        .en(en),
        .signal(signal_out)
        );    
endmodule
`timescale 1ns/1ps
module pwm(clock_50,duty,pwm);
	input  		   clock_50  ;
	input   [15:0] duty      ;
	output  	   pwm		;
	reg [15:0] count;
	wire       clk;
	reg	       pwm_sig;
	reg [15:0] period = 'h00C3;
	reg		   clr = 0;
	clkdiv clkdiv (.clock_50(clock_50),.clr(clr),.clock_q(clk));
	always @(clk,clr)
		begin
		  if (clr== 1)
		    begin
		    count = 'h0000;
		    end
		  else if(clk == 1 )
		    begin
				if(count==period-1)
				  begin
				  count= 'h0000;
				  end
				else
				  begin
				  count=count+1;
				  end
		    end
		end
	always @(count,duty)
		begin
		  if (count < duty)
		    begin
		    pwm_sig = 1;
		    end
		  else if(count > duty)
		    begin
		    pwm_sig = 0;
		    end
		end		
	assign pwm = pwm_sig;
endmodule
`timescale 1ns / 1ps
module robot(
input fpgaclk,rst,en,
input [2:0] echo,
output [2:0] trigger,led,
output wire [3:0] sig_out_R,sig_out_L
);
reg motor_L_dir,motor_R_dir;
wire [2:0] ultrasonic;
wire     pwm_1,pwm_2;
reg forward,backward,turn_left,turn_right;
reg [15:0] duty_1,duty_2;
pwm pwm(.clock_50(fpgaclk),.duty(duty_1),.pwm(pwm_1));
three_ultrasonic three_ultrasonic(.fpgaclk(fpgaclk),.pulse(echo),.triggerout(trigger),.ultrasonic_out(ultrasonic));
step_motor motor_r (.clk(fpgaclk),.rst(rst),.direction(motor_R_dir),.en(en),.signal_out(sig_out_R));
step_motor motor_l (.clk(fpgaclk),.rst(rst),.direction(motor_L_dir),.en(en),.signal_out(sig_out_L));
always @(forward || backward || turn_left || turn_right) 
    begin 
    if (forward  ==1)begin
        motor_R_dir = 1; 
        motor_L_dir = 1; 
    end
    else if (backward == 1)begin
        motor_R_dir = 0; 
        motor_L_dir = 0; 
    end
    else if (turn_right == 1)begin
        motor_R_dir = 0; 
        motor_L_dir = 1; 
    end
    else if (turn_left == 1)begin
        motor_R_dir = 1; 
        motor_L_dir = 0; 
    end    
end
always @ (posedge fpgaclk)begin
    case (ultrasonic)
        3'b000: begin
            forward =1;
            backward = 0;
            turn_right = 0;
            turn_left =0;
            duty_1 = 'h00BE;
            duty_2 = 'h00C3;
        end
        3'b001: begin
           forward =0;
           backward = 0;
           turn_right = 0;
           turn_left =1;
           duty_1 = 'h00C3;
           duty_2 = 'h00C3; 
        end
        3'b010: begin
            forward =0;
            backward = 1;
            turn_right = 0;
            turn_left = 0;
            duty_1 = 'h0041;
            duty_2 = 'h00C3;          
        end
        3'b011: begin
            forward =0;
            backward = 1;
            turn_right = 0;
            turn_left = 0;
            duty_1 = 'h00C3;
            duty_2 = 'h0041;     
        end
        3'b100: begin
            forward =0;
            backward = 0;
            turn_right = 1;
            turn_left = 0;
            duty_1 = 'h00C3;
            duty_2 = 'h00C3;   
        end
        3'b101: begin 
            forward =1;
            backward = 0;
            turn_right = 0;
            turn_left = 0;
            duty_1 = 'h00BE;
            duty_2 = 'h00C3;
        end
        3'b110: begin
            forward =0;
            backward = 1;
            turn_right = 0;
            turn_left = 0;
            duty_1 = 'h0041;
            duty_2 = 'h00C3;
        end
        3'b111 :begin
            forward =0;
            backward = 1;
            turn_right = 0;
            turn_left = 0;
            duty_1 = 'h00C3;
            duty_2 = 'h0041;
        end
    endcase
end
assign led = ~ultrasonic;
endmodule
`timescale 1ns/1ps
module three_ultrasonic(fpgaclk,pulse,triggerout,ultrasonic_out);
	input  		  fpgaclk          ;
	input   [2:0] pulse            ;  
	output  [2:0] triggerout       ;  
	output  [2:0] ultrasonic_out   ;
	wire pulse_0 = pulse [0];
	wire triggerout_0 = triggerout[0];	
	wire ultrasonic_out_0 = ultrasonic_out [0];
	wire pulse_1 = pulse [1];
    wire triggerout_1 = triggerout[1];    
    wire ultrasonic_out_1 = ultrasonic_out [1];
    wire pulse_2 = pulse [2];
    wire triggerout_2 = triggerout[2];    
    wire ultrasonic_out_2 = ultrasonic_out [2];
    ultrasonic ultrasonic_left   (.fpgaclk(fpgaclk),.pulse(pulse_0),.triggerout(triggerout_0),.obstacle(ultrasonic_out_0));
	ultrasonic ultrasonic_middle (.fpgaclk(fpgaclk),.pulse(pulse_1),.triggerout(triggerout_1),.obstacle(ultrasonic_out_1));
	ultrasonic ultrasonic_right  (.fpgaclk(fpgaclk),.pulse(pulse_2),.triggerout(triggerout_2),.obstacle(ultrasonic_out_2));
endmodule
`timescale 1ns / 1ps
module trigger_generator(clk,enable,trigg);
parameter n=10;
input clk,enable;
output reg  trigg;
reg resetCounter;
wire [23:0] outputCounter ;  
counter cnt (.clk(clk),.counter_output(outputCounter),.reset(resetCounter));
parameter [23:0] ms100 = 'b010011000100101101000000;
parameter [23:0] ms100And20us = 'b010011000100111100100110;
    always @ (posedge clk)begin 
        if (outputCounter> ms100 && outputCounter<ms100And20us)
        begin 
            trigg = 1;
        end
        else
        begin 
            trigg = 0;
        end
        if (outputCounter == ms100And20us)
        begin
            resetCounter = 0;
        end
        else 
        begin 
            resetCounter = 1;
        end
    end
endmodule
`timescale 1ns/1ps
module ultrasonic(fpgaclk,pulse,triggerout,obstacle);
	input  	fpgaclk    ;
	input   pulse      ;  
	output  triggerout ;  
	output reg obstacle   ;
	wire [21:0] pulse_width;
	wire	trigg;
    wire trigg_not = ~trigg;
	counter counter (.clk(fpgaclk),.enable(pulse),.reset(trigg_not),.counter_output(pulse_width));
	trigger_generator triggen (.clk(fpgaclk),.trigg(trigg));
	always @(pulse_width)
		begin
		  if (pulse_width < 55000)
		    begin
		    obstacle = 1;
		    end
		  else
		    begin
		    obstacle = 0;
		    end
		end
assign	triggerout = trigg;
endmodule
==> flow_summary.json <==
{
  "status": "completed",
  "leakagePower_nw": 3.03,
  "r2r_cells": 8,
  "area_delta_synth_final_pct": 14.6,
  "cts.path.max_buffers": 2,
  "critPathKind": "register to output pin",
  "setup_viol": 0,
  "tightest_slew_ns": 0.560,
  "post-place-ws_ns": 0.719,
  "track_usage_pct": 13.5,
  "n_antenna_cell": 0,
  "ff_type": "edfxtp_1",
  "path_cells": "or4_1 > nor4_4 > inv_1 > clkdlybuf4s50_1",
  "grt_pass1_wl_um": 18700,
  "crit_path_top_delay_cell": "or4_1",
  "untimed_endpoints": 28,
  "cts_hold_repair.buffers": 0,
  "drive_gt1_share_pct": 11.1,
  "synthDistinctLibCells": 61,
  "max_stage_delay_ns": 0.57,
  "clk_root_buffer_cell": "clkbuf_16",
  "grt-ovfl-total": 0,
  "place_congestion": 0.823,
  "fin_ws_ns": 0.314,
  "cp-start-kind": "register",
  "fin_crit_sh_pct": 90.5,
  "numCtsBuffers": 17,
  "grt_max_degree": 24,
  "r2r-end": "motor_r.speed.count[19]",
  "numPortBuffers": 16,
  "cts_tree": "yes",
  "power.clock.fraction_pct": 47.4,
  "ff2ff_setup_slack_ns": 1.14,
  "die.size.x_um": 132,
  "hold_path_depth": 1,
  "cp.arrival_ns": 2.33,
  "fin_util_pct": 46.9,
  "warnings": 27,
  "grt_pass1_vias": 4087,
  "drtAntennaViolNets": 0,
  "netlist_area_um2": 6780,
  "synth_cells": 564,
  "worstPathMaxFanout": 5,
  "hold_class": "register to register",
  "fmax_mhz": 335,
  "hold_viol_final": 0,
  "crit_path_end_kind": "output pin",
  "vias_per_cell": 4.95,
  "syn_area_per_cell_um2": 12.0,
  "rsz0062_at_grt": "no",
  "comb_power_share_pct": 3.9,
  "vdd_drop_max_uv": 370,
  "core_um2": 16600,
  "ys_cells": 564,
  "critPathRequiredTime_ns": 2.64,
  "drt-wirelength-per-cell_um": 12.7,
  "clock_latency_ns": 0.40,
  "dp_hpwl_um": 7300,
  "h-tree-depth": 4,
  "ys_warn_count": 12,
  "fp-utilization_pct": 40.9,
  "finalPower_mw": 3.65,
  "dr.pass1.iters": 4,
  "finClkSkew_ns": 0.00576,
  "final_cells": 830,
  "die_area_um2": 17500,
  "edf_count": 66,
  "rows": 47,
  "period_needed_ns": 2.99,
  "numSynthFlops": 144,
  "placedCellCount": 798,
  "unclocked_pins": 20,
  "finalWirelength_um": 10500,
  "fill_cells": 1436,
  "async_flop_share_pct": 44.4,
  "pwr-share-seq_pct": 48.7,
  "p_sw_share_pct": 20.8,
  "p_switching_mw": 0.759,
  "holdWs_ns": 0.487,
  "drv_cap": 0,
  "drv_slew": 0,
  "fin_tns_setup_ns": 0,
  "placed_area_um2": 7210,
  "antenna_found_initial": 0,
  "cts_setup_buffers": 0,
  "hold_end": "motor_l.speed.count[25]",
  "clk_pin_slew_ns": 0.05,
  "fp.dieH_um": 132,
  "ctsResizeCount": 0,
  "initialDrtViolationCount": 163,
  "io_pins": 20,
  "yosysChipArea_um2": 6780,
  "reg2reg_from": "motor_r.speed.count[0]",
  "design_area_um2": 7770,
  "p_int_mw": 2.89,
  "relSlewSlack_pct": 62.4,
  "vias": 4110,
  "power-per-cell-area_nw_per_um2": 470,
  "drc": 0,
  "min_from": "motor_l.speed.count[25]"
}
## cells in the mapped netlist, drive strengths merged (6+ instances only)
cell / n / area (µm²)
xnor2: 63 / 552
nor2b: 10 / 62.6
nor2: 51 / 191
dfrtp: 62 / 1550
nor3: 16 / 128
nand3: 41 / 220
nand4: 27 / 196
a21oi: 6 / 33.8
mux2i: 10 / 100
nand2: 45 / 169
edfxtp: 66 / 1980
and3: 17 / 108
ha: 7 / 87.6
and4: 8 / 70.1
buf: 11 / 68.8
dfxtp: 12 / 240
nor4b: 7 / 67.6
inv: 13 / 48.8
xor2: 43 / 384
nor4: 7 / 92.6
## cell families after synthesis
family | count (synthesis) | share of synthesized area (%)
other cells | 1 | 0.0553
latches | 2 | 0.443
flops | 142 | 56.4
buf+inv | 24 | 1.73
compound gates | 22 | 3.12
mux | 12 | 1.81
simple gates | 248 | 21.3
fa+ha+maj | 7 | 1.29
xor+xnor | 106 | 13.8
## power groups by stage
| stage | combinational (mW) | sequential (mW) | clock, mW |
|---|---|---|---|
| 4_1_cts | 0.145 | 1.78 | 1.79 |
| 5_1_grt | 0.160 | 1.79 | 1.85 |
| 6_report | 0.142 | 1.78 | 1.73 |
## layout make-up
type / count / area, µm² / area share [%]
well taps: 220 / 275 / 3.54
inverters: 13 / 48.8 / 0.628
flip-flops and latches: 144 / 3860 / 49.6
multi-input cells: 398 / 2820 / 36.2
clock inverters: 6 / 61.3 / 0.789
clock buffers: 26 / 500 / 6.44
repair buffers: 23 / 213 / 2.74
## cell usage in the layout (no fill, tap or decap), drive strengths merged, types with 3 or more instances in the layout
cell type	count
or4	3
dfrtp	62
mux2i	10
nand2	45
ha	7
xnor2	63
nor4b	7
nor4	7
edfxtp	66
conb	3
and3	17
nor3	16
inv	13
nand2b	5
nand4	27
a21oi	6
nand3	41
nor2b	10
clkinv	4
xor2	43
clkdlybuf4s50	16
nor2	51
and4	8
clkbuf	26
a211oi	3
dfxtp	12
buf	7
## worst max path at each step
stage                    end  slack (ns)      from  depth (start not counted)
final                 led[1]        0.31  register                          4
after global routing  led[1]        0.17  register                          4
after CTS             led[1]        0.26  register                          4
## registers in the layout, indices dropped and copies added, names as in the netlist, 4 cells and up
| register | flops |
|---|---|
| motor_r.speed.count | 26 |
| motor_l.control.signal | 4 |
| three_ultrasonic.ultrasonic_middle.counter.count | 22 |
| three_ultrasonic.ultrasonic_left.counter.count | 22 |
| motor_r.control.present_state | 5 |
| motor_r.control.signal | 4 |
| three_ultrasonic.ultrasonic_right.counter.count | 22 |
| motor_l.control.present_state | 5 |
| motor_l.speed.count | 26 |
## metal layers
metal | wire [µm] | up-vias | track usage (%)
li1 | - | 2067 | -
met1 | 5200 | 1966 | 21.4
met2 | 4720 | 69 | 20.2
met3 | 497 | 8 | 3.77
met4 | 134 | 0 | 1.85
met5 | 0 | - | 0
## worst max-delay path, delay by kind of cell (launching register included)
kind | cells | cell delay, ns
and+or+nand+nor | 2 | 0.95
buffers and inverters | 2 | 0.54
DFF | 1 | 0.43
No activity file was given, so power comes from the tool's default toggle rates.
